File: ./config.mk
export PLATFORM = sky130hd
export DESIGN_NAME = Interface_Circuit
export DESIGN_NICKNAME = Interface_Circuit
export VERILOG_FILES = /design/flow/design.v
export SDC_FILE = /design/flow/constraint.sdc
export NUM_CORES = 4
export LEC_CHECK = 1
export CORE_AREA = 10 10 109 109
export DIE_AREA = 0 0 119 119
File: ./constraint.sdc
current_design Interface_Circuit

set clk_period 3.1
set clk_io_pct 0.2

create_clock -name clk0 -period $clk_period [get_ports {i_clk}]

set non_clock_inputs [all_inputs -no_clocks]
set_input_delay [expr $clk_period * $clk_io_pct] -clock clk0 $non_clock_inputs
set_output_delay [expr $clk_period * $clk_io_pct] -clock clk0 [all_outputs]
File: ./design.v
`timescale 1ns / 1ps
module Alu #
  (
   parameter NB_BITS = 8,  
   parameter NB_OPE = 6
   )
   (
    output [NB_BITS-1:0] o_led,  
    input [NB_BITS-1:0]  i_dato_a,
    input [NB_BITS-1:0]  i_dato_b,
    input [NB_OPE-1:0]   i_ope_sel
    );
   reg [NB_BITS-1:0]     out_alu;
   assign o_led = out_alu;
    always @(*) begin
       case (i_ope_sel)
         6'b100000: out_alu = $signed(i_dato_a) + $signed(i_dato_b);  
         6'b100010: out_alu = $signed(i_dato_a) - $signed(i_dato_b);  
         6'b100100: out_alu = i_dato_a & i_dato_b;  
         6'b100101: out_alu = i_dato_a | i_dato_b;  
         6'b100110: out_alu = i_dato_a ^ i_dato_b;  
         6'b100111: out_alu = ~(i_dato_a | i_dato_b);  
         6'b000010: out_alu = i_dato_a >> i_dato_b;  
         6'b000011: out_alu = $signed(i_dato_a) >>> i_dato_b;  
         default: out_alu = 8'h00;  
       endcase  
    end
endmodule
`timescale 1ns / 1ps
module Interface_Circuit #
  (
   parameter NB_BITS = 8,
   parameter NB_SEL = 6,
   parameter LEN = 3,
   localparam NB_STATE = 3
   )
  (
    output [NB_BITS-1:0] o_data,
    output               o_tx_start,
    input [NB_BITS-1:0]  i_rx_data,
    input                i_rx_done,
    input                i_tx_done,
    input                i_rst,
    input                i_clk
   );
   reg [NB_BITS-1:0]     registers[LEN-1:0];  
   reg [NB_STATE-1:0]    state; 	 
   reg [NB_BITS-1:0]     out_alu; 	 
   reg                   tx_start; 	 
   reg                   rx_done_prev;  
   reg                   tx_done_prev;  
   reg [NB_SEL-1:0]      operator; 	 
   wire [NB_BITS-1:0]    from_alu; 	 
   integer              ptr; 		 
   assign o_data = {4'h03, out_alu[3:0]};
   assign o_tx_start = tx_start;
   always @(posedge i_clk) begin
      if(i_rst) begin
         for(ptr = 0; ptr < LEN; ptr = ptr + 1)
            registers[ptr] <= {NB_BITS{1'b0}};
         state <= {NB_STATE{1'b0}};
         out_alu <= {NB_BITS{1'b0}};
         rx_done_prev <= 1'b0;
         tx_done_prev <= 1'b0;
         tx_start <= 1'b0;
      end
      else begin
         rx_done_prev <= i_rx_done;  
         tx_done_prev <= i_tx_done;  
         out_alu <= from_alu;
         if(state >= 3'd0 && state < 3'd3) begin
            if(i_rx_done && !rx_done_prev && !tx_start) begin
               registers[0] <= i_rx_data;
               for( ptr = 1; ptr < LEN; ptr = ptr +1)
                 registers[ptr] <= registers[ptr-1];
               state <= state +1;
            end  
            else begin
               for( ptr = 0; ptr < LEN-1; ptr = ptr +1)
                 registers[ptr] <= registers[ptr];  
               state <= state;
            end  
         end  
         else if (state == 3'd3) begin
            tx_start <= 1'b1;
            state <= 3'd4;
         end
         else if(state == 3'd4) begin
            if(i_tx_done && tx_done_prev == 1'b0) begin
               tx_start <= 1'b0;
               state <= 3'd0;
            end
            else begin
               tx_start <= tx_start;
               state <= state;
            end
         end
         else begin
            for( ptr = 0; ptr < LEN-1; ptr = ptr +1)
              registers[ptr] <= registers[ptr];  
            out_alu <= out_alu;
            tx_start <= tx_start;
            state <= state;
         end  
      end  
   end  
   always @(*) begin
      case (registers[1])
        8'd43: operator = 6'b100000;  
        8'd45: operator = 6'b100010;  
        8'd38: operator = 6'b100100;  
        8'd124: operator = 6'b100101; 
        default : operator = 6'd0;
      endcase  
   end
   Alu #(.NB_BITS(NB_BITS), .NB_OPE(NB_SEL))
   u_alu(
         .o_led(from_alu),
			   .i_dato_a  ({4'h0,registers[2][3:0]}),
			   .i_dato_b  ({4'h0,registers[0][3:0]}),
			   .i_ope_sel (operator)
         );
endmodule  
File: ./run.sh
#!/bin/bash
# OpenROAD 26Q1-2900-gdf79404cd8, Yosys 0.63+post, stock flow scripts
make -C /OpenROAD-flow-scripts/flow DESIGN_CONFIG=/design/flow/config.mk WORK_HOME=/design/flow/orfs finish
==> results.txt <==
impl run done, here's what came out: largest fanout of any net on the critical path=3, First DRT Iteration DRCs=73, VDD IR-drop max=0.000180 V, number of distinct library cell variants in the gate-level netlist after synthesis=38, proportion of synthesized chip area in sequential cells=36.0%, largest net degree at the start of global routing=23, post-layout instance count excluding filler cells=359, Log Warnings=34, clock transition at the registers of the reported paths=0.07 ns, area overhead of the layout relative to synthesis=21.8%, crit path launch=registers[1][7]$_SDFFE_PP0P_, Req. time, crit path=3.33 ns, worst-path cell chain=nand2b_1, nor3_1, nand3_1, a21o_1, fa_1, xnor2_1, nand4_1, a21oi_1, o22ai_1, nor2_1, chip area line of the yosys report=1670 um2, CTS Buf Count=5, type of the worst min-delay path=reg -> reg, slowest stage cell, crit path=fa_1, vias in the first global route=1413, final count of pins violating max slew=0, number of nets still failing antenna checks after routing=0, clock root buffer=clkbuf_8, share of the clock period used by the worst path after layout=76.0%, final design area excluding fillers=2030 um2, wire length of the first global-routing pass=6280 um, synthesized instance count=212, Crit Path Category=reg -> reg, TritonCTS clock tree=done, hold buffers post-CTS=0, max capacitance violation total=0, EDFF count, synth=0, final weighted congestion in routability-driven placement=0.849, Die Height=119 um, CTS Sinks=30, status=finished, final reports clean, number of instances in the placed design=351, final routed wire length divided by cell count=9.70 um, number of storage elements in the synthesis netlist=30, Die Span X=119 um, Die Outline Area=14200 um2, critical hold path startpoint=registers[0][6]$_SDFFE_PP0P_, HPWL after detailed placement=2620 um, number of diodes added for antenna fixing=0, GRT Total Usage=5.05%, Comb gate area=943 um2, Synth Cell Area=1670 um2, core outline area=9640 um2, achievable frequency=424 MHz, Setup TNS Final=0 ns, skew final=0.0102 ns, maximum root-to-sink buffer count=2, count of buffers added by post-CTS timing repair for setup=0, endpoint arrival time on the critical path=2.58 ns, normalized max-slew margin=48.2%, share of final-layout standard cells stronger than drive strength 1=7.52%, number of buffers added on ports=16, initial core utilization=17.3%, Total Routed Length=3480 um, number of antenna violations at the first check in global routing=0, transition time of the tightest slew-check pin=0.775 ns, GR Overflow Total=0, pwr dens=417 nW/um2, kind of launch point of the worst setup path=flop, leakage dissipation=0.732 nW, Main synth FF type=dfxtp_1, instance area at placement=1930 um2, depth of the CTS H-tree=2, cells resized by post-CTS repair=0, RSZ-0062 raised after global routing=no, number of failing setup endpoints in the final timing report=0, vias after detailed routing=1359, final worst path period need=2.36 ns, Avg Synthesized Cell Area=7.86 um2, mean number of vias per cell=3.79, clock latency on the worst-skew pair=0.28 ns, startpoint of the most critical register-to-register path=registers[1][7]$_SDFFE_PP0P_, post-synthesis async set-or-reset flop share=0%, FP Rows=36, slowest cell delay on critical path=0.40 ns, number of fill cells in the layout=1062, Hold Fails Final Rpt=0, num ports=21, FF/Latch Area=601 um2, sort of element at the end of the critical path=flop, drt drc=0, count of yosys warnings during synthesis=3, number of detailed-routing iterations run before antenna repair=4, count of instantiated cells in the yosys netlist=212
## flip-flops by register name, summed over array words and instances, names as in the netlist
signal        cells
rx_done_prev      1
out_alu           4
registers        20
tx_done_prev      1
tx_start          1
state             3
## cells by family after synthesis
group           Yosys count  share of synthesized area, %
mux                       1                         0.601
compound gates           49                          17.3
other cells               2                         0.451
xor+xnor                  6                          3.15
fa+ha+maj                16                          12.5
buf+inv                  27                          7.81
simple gates             81                          22.2
flops                    30                          36.0
## worst max-delay path: cells and delay by family, from the launching register on
family / cells / cell delay, ns
flops: 1 / 0.31
simple gates: 5 / 0.93
xor+xnor: 1 / 0.16
fa+ha+maj: 1 / 0.40
compound gates: 3 / 0.51
## Yosys cell counts (4+ instances only)
library cell / n / share of area, %
nand2_1: 50 / 11
dfxtp_1: 30 / 36
a21oi_1: 29 / 8.7
ha_1: 15 / 11
inv_1: 13 / 2.9
nor2_1: 9 / 2.0
buf_4: 7 / 3.2
clkbuf_1: 5 / 1.1
nand3_1: 4 / 1.2
o21ai_1: 4 / 1.2
xnor2_1: 4 / 2.1
## worst paths after layout
kind / to / slack, ns / cells past startpoint
setup / recovery: out_alu[2]$_SDFFE_PP0P_ / 0.74 / 10
hold / removal: registers[1][6]$_SDFFE_PP0P_ / 0.45 / 2
setup reg to reg: out_alu[2]$_SDFFE_PP0P_ / 0.74 / 10
hold reg to reg: registers[1][6]$_SDFFE_PP0P_ / 0.45 / 2
## stage by stage
| stage | worst slack, ns | hold WS [ns] | total power, mW | utilization (%) |
|---|---|---|---|---|
| after floorplan | 1.10 | 0.431 | 0.498 | - |
| after global placement | 0.887 | 0.439 | 0.527 | 20.1 |
| after detailed placement | 0.823 | 0.444 | 0.528 | 20.1 |
| after CTS | 0.775 | 0.452 | 0.858 | 21.1 |
| after global routing | 0.464 | 0.478 | 0.893 | 21.1 |
| final | 0.744 | 0.449 | 0.845 | 21.1 |
## routing by layer
layer  GRT usage, %  routed length [um]  vias up
li1               -                   -      725
met1           6.87                1770      608
met2           8.33                1550       22
met3          0.959                 112        4
met4          0.763                  51        0
met5              0                   0        -
## cell type report
cell class | instances | area share, %
Clock buffer | 6 | 4.07
Clock inverter | 2 | 0.617
Inverter | 13 | 2.40
Multi-Input combinational cell | 157 | 46.5
Sequential cell | 30 | 29.6
Tap cell | 133 | 8.20
Timing Repair Buffer | 18 | 8.63
## placed cells by master (no fill, tap or decap), types with 2 or more instances in the layout
cell,Yosys,final
nor2_1,9,9
nand2b_1,2,2
nand3b_1,2,2
xnor2_1,4,4
o22ai_1,3,3
conb_1,2,4
nand3_1,4,4
buf_4,7,2
xor2_1,2,2
clkbuf_8,0,6
nand4_1,3,3
and3_1,2,2
nand2_1,50,50
clkdlybuf4s50_1,0,16
nor2b_1,3,3
ha_1,15,15
o21ai_0,2,2
dfxtp_1,30,30
o21ai_1,4,4
inv_1,13,13
a21oi_1,29,29
a21o_1,3,3
## where the power goes
group	switching [mW]	internal [mW]
Combinational	0.0532	0.0506
Clock	0.148	0.178
Sequential	0.0160	0.399
Total	0.218	0.628
No activity file was given, so power comes from the tool's default toggle rates.
