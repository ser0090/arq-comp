<file path="design/flow/run.sh">
#!/bin/bash
# OpenROAD 26Q1-2900-gdf79404cd8, Yosys 0.63+post, stock flow scripts
make -C /OpenROAD-flow-scripts/flow DESIGN_CONFIG=/design/flow/config.mk WORK_HOME=/design/flow/orfs finish
</file>
<file path="design/flow/config.mk">
export PLATFORM = sky130hd
export DESIGN_NAME = Top
export DESIGN_NICKNAME = Top
export VERILOG_FILES = /design/flow/design.v
export SDC_FILE = /design/flow/constraint.sdc
export NUM_CORES = 4
export LEC_CHECK = 1
export CORE_UTILIZATION = 50
</file>
<file path="design/flow/constraint.sdc">
current_design Top

set clk_period 6.9
set clk_io_pct 0.2

create_clock -name clk0 -period $clk_period [get_ports {i_clk}]

set non_clock_inputs [all_inputs -no_clocks]
set_input_delay [expr $clk_period * $clk_io_pct] -clock clk0 $non_clock_inputs
set_output_delay [expr $clk_period * $clk_io_pct] -clock clk0 [all_outputs]
</file>
<file path="design/flow/design.v">
`timescale 1ns / 1ps
module Alu #
  (
   parameter NB_BITS = 8,  
   parameter NB_OPE = 6
   )
   (
    output [NB_BITS-1:0] o_led,  
    input [NB_BITS-1:0]  i_dato_a,
    input [NB_BITS-1:0]  i_dato_b,
    input [NB_OPE-1:0]   i_ope_sel
    );
   reg [NB_BITS-1:0]     out_alu;
   assign o_led = out_alu;
    always @(*) begin
       case (i_ope_sel)
         6'b100000: out_alu = $signed(i_dato_a) + $signed(i_dato_b);  
         6'b100010: out_alu = $signed(i_dato_a) - $signed(i_dato_b);  
         6'b100100: out_alu = i_dato_a & i_dato_b;  
         6'b100101: out_alu = i_dato_a | i_dato_b;  
         6'b100110: out_alu = i_dato_a ^ i_dato_b;  
         6'b100111: out_alu = ~(i_dato_a | i_dato_b);  
         6'b000010: out_alu = i_dato_a >> i_dato_b;  
         6'b000011: out_alu = $signed(i_dato_a) >>> i_dato_b;  
         default: out_alu = 8'h00;  
       endcase  
    end
endmodule
`timescale 1ns / 1ps
module Top #(
   parameter NB_BITS = 8,
   parameter NB_OPE = 6
   )(
     output [NB_BITS:0] o_led,
     input [NB_BITS-1:0]  i_sw,
	 input                i_btnL,
     input                i_btnC,
     input                i_btnR,
     input                i_btnU,
	 input                i_clk
 	);
   reg [NB_BITS-1:0]      data_a;
   reg [NB_BITS-1:0]      data_b;
   reg [NB_OPE-1:0]       sel_op;
   wire [2:0]             btn;
   wire                   rst;
   assign btn = {i_btnL, i_btnC, i_btnR};
   assign rst = i_btnU;
	always @(posedge i_clk) begin
	   if (rst) begin   
        data_a <= 8'h00;
        data_b <= 8'h00;
        sel_op <= 6'h00;
        end
        else begin
            case(btn)
    		  3'b001: begin  
                data_a <= i_sw;
                data_b <= data_b;
                sel_op <= sel_op;
              end
    		  3'b010: begin  
                data_b <= i_sw;
                data_a <= data_a;
                sel_op <= sel_op;
              end
    		  3'b100: begin  
                sel_op <= i_sw[5:0];
                data_a <= data_a;
                data_b <= data_b;
              end
    		  default: begin  
                data_a <= data_a;
                data_b <= data_b;
                sel_op <= sel_op;
              end
            endcase  
        end  
	end  
   Alu #(.NB_BITS(NB_BITS), .NB_OPE(NB_OPE))  
      u_alu(.o_led( o_led),
        	.i_dato_a(data_a),
            .i_dato_b(data_b),
           	.i_ope_sel(sel_op));
endmodule
</file>
==> job_summary.md <==
## Implementation flow summary

| Metric | Value |
|---|---|
| CP startpoint | data_b[0] |
| Core ar. | 0.00444 mm^2 |
| Power Density | 141 mW/mm^2 |
| Post-cts gate resize count | 0 |
| Antenna cells | 0 |
| Final core utilization | 59.5% |
| Period utilization | 73.4% |
| Post-synth EDFFs | 0 |
| Max-slew headroom | 46.2% |
| Fp util | 52.8% |
| Initial antenna violation count | 0 |
| Run status | finished clean |
| Iter 0 DRT Violations | 109 |
| CTS tree | yes |
| Row count | 24 |
| Main synth FF type | dfxtp_1 |
| Setup bufs post-CTS | 0 |
| Max Cap Violations | 0 |
| Hold Vio Cnt, Final | 0 |
| Synth Seq Share | 18.8% |
| Max Fclk | 197 MHz |
| Post-synth regs | 22 |
| Final setup TNS | 0 ns |
| Gr busiest metal | met1 |
| GP Congestion | 0.944 |
| Die ar. | 0.00497 mm^2 |
| Post-Syn Area | 0.00234 mm^2 |
| Crit. End Element | output pin |
| Hold_buf cts | 0 |
| Post-synth ARST share | 0% |
| Tot Pwr | 0.000373 W |
| H-tree levels | 1 |
| Top cells by count | nor2_1, a21oi_1, ha_1 |
| Met3 usage | 5.11% |
| Area growth, synth to finish | 12.8% |
| Worst Tran Pin Value | 0.804 ns |
| Vias in the first global route | 2,105 |
| First-pass iteration count of the detailed router | 22 |
| Placed cells | 362 |
| # Cells Yosys | 306 |
| Largest net degree at the start of global routing | 26 |
| DIE HEIGHT | 70.5 um |
| Worst Path Required | 5.52 ns |
| Critical path class | register to output pin |
| Max Slew Vio Count | 0 |
| Drt wl/cell | 17.2 um |
| Critical Path Source Type | register |
| Dominant cell type by area after synthesis | dfxtp_1 |
| RSZ-0062 raised after global routing | false |
| Log Warnings | 35 |
| Seq. cell area | 440 um^2 |
| YS chip area | 0.00234 mm^2 |
| R2R Path Start | data_b[1] |
| Buffers on Ports | 20 |
| Final setup skew | 0 ns |
| Hold_sp | sel_op[3] |
| Filler cells | 405 |
| Clock Tree Buf Depth | 2 |
| Maximum vdd drop | 183 uV |
| Final critical-path required period | 5.06 ns |
| Mean Syn Cell Area | 7.66 um^2 |
| Lkg Pwr | 1.00 nW |
| Clock Sinks | 22 |
| Met2 Use GR | 41.7% |
| Path category of the worst min-delay check | register to register |
| Die width | 70.5 um |
| Root Buffer | clkbuf_8 |
| Max FO, Critical Path | 17 |
| Global Route Usage Sum | 28.6% |
| First-pass GRT wire length | 10,800 um |
| GR Layer Usage met1 | 46.1% |
| Overall via count from detail_route | 2,227 |
| Unique cell types | 54 |
| Gate Area | 0.00177 mm^2 |
| Syn. warnings | 3 |
| DR vias/cell | 6.08 |
| Share of layout cells above drive strength 1 | 6.05% |
| DRT Wirelength | 6300 um |
| GR Overflow Total | 0 |
| Largest type area fraction | 18.8% |
| DRC violations left | 0 |
| Antenna viol nets, final | 0 |
| Post-Synthesis Cells | 306 |
| DP Wirelength | 4870 um |
| Clk slew on worst S/H paths | 0.08 ns |
| Most frequent cell after synthesis | nor2_1 |
| # setup viols final | 0 |
| Clk latency late pin | 0.26 ns |
| Io pins | 22 |
| Total CTS buffers | 3 |
| Top cells by area | dfxtp_1, ha_1, nor2_1, a21oi_1, mux2i_1 |
| CP arrival | 3.68 ns |
| Fin cells | 366 |
[stage by stage]
| step | instance area [um^2] | setup slack, ns | hold WS [ns] |
|---|---|---|---|
| global route | 2640 | 1.56 | 0.562 |
| detailed placement | 2570 | 2.12 | 0.515 |
| global placement | 2570 | 2.17 | 0.502 |
| floorplan | 2340 | 2.75 | 0.485 |
| CTS | 2640 | 1.81 | 0.536 |
| finish | 2640 | 1.84 | 0.533 |
[power by group]
part / switching, W / internal [W]
Sequential: 0.00000977 / 0.000131
Combinational: 0.0000587 / 0.0000545
Clock: 0.0000418 / 0.0000775
[sequential cells by signal, indices dropped and copies added (netlist names)]
name,cells
data_b,8
sel_op,6
data_a,8
[cell usage in the layout, fill, tap and decap left out, drive strengths merged, types with 6 or more instances in the layout]
master and n:
clkdlybuf4s50 20, xnor2 11, xor2 8, ha 24
inv 17, nand3 7, dfxtp 22, a21oi 29
nor3b 6, nor2b 8, a211oi 16, nor2 47
mux2i 12, nand2 7, o21ai 16
[kinds of logic (layout without fill, tap and decap cells)]
| kind of cell | Yosys count | in the layout | share of synthesized area (%) |
|---|---|---|---|
| fa+ha+maj | 25 | 25 | 13.7 |
| xor+xnor | 19 | 19 | 7.10 |
| simple gates | 95 | 95 | 19.9 |
| buf+inv | 38 | 46 | 6.35 |
| mux | 17 | 17 | 9.45 |
| compound gates | 89 | 89 | 24.7 |
| other cells | 1 | 1 | 0.160 |
| flops | 22 | 22 | 18.8 |
[path summary, 6_finish.rpt]
kind                to  slack (ns)  depth (start not counted)
min          sel_op[3]        0.53                          2
min reg2reg  sel_op[3]        0.53                          2
max           o_led[5]        1.84                         10
max reg2reg  data_b[1]        5.55                          4
[per-layer routing]
| metal | vias up | part of all wire (%) |
|---|---|---|
| li1 | 1127 | - |
| met5 | - | 0 |
| met2 | 84 | 45 |
| met4 | 0 | 0.60 |
| met1 | 1012 | 48 |
| met3 | 4 | 6.9 |
[critical path: stages (launching register included)]
cell and delay [ns]:
dfxtp_1 0.72, inv_1 0.28, ha_1 0.35, mux2i_1 0.28, ha_1 0.29, nor2b_1 0.13
o31a_1 0.27, o21a_1 0.18, or3_1 0.30, a31o_2 0.23, clkdlybuf4s50_1 0.39
[cell type report]
type | instances | share of cell area [%]
Tap cell | 52 | 2.46
Sequential cell | 22 | 16.7
Multi-Input combinational cell | 246 | 66.8
Timing Repair Buffer | 25 | 8.99
Inverter | 17 | 2.41
Clock buffer | 3 | 1.56
Clock inverter | 1 | 1.14
Power figures rest on the tool's default switching activity, not on a simulated workload.
